==> ./design.v <==
`timescale 1ns / 1ps
module Gij(\Pi:k , \Gi:k , \Gk-1:j , \Gi:j );
  input \Pi:k , \Gi:k , \Gk-1:j ;
  output \Gi:j ;
  assign \Gi:j = \Gi:k | (\Pi:k  & \Gk-1:j );
endmodule
module PijGij(\Pi:k , \Pk-1:j , \Gi:k , \Gk-1:j , \Pi:j , \Gi:j );
  input \Pi:k , \Pk-1:j , \Gi:k , \Gk-1:j ;
  output \Pi:j , \Gi:j ;
  assign \Pi:j = \Pi:k & \Pk-1:j ;
  assign \Gi:j = \Gi:k | (\Pi:k  & \Gk-1:j );
endmodule
module Sum(\Gi-1:-1 , Ai, Bi, Si);
  input \Gi-1:-1 , Ai, Bi;
  output Si;
  assign Si = \Gi-1:-1 ^ Ai ^ Bi;
endmodule
`timescale 1ns / 1ps
module padder11(A, B, Cin, S, Cout);
  parameter N = 11;
  input [N-1:0] A, B;
  input Cin;
  output [N-1:0] S;
  output Cout;
  wire [N-2:-1] P, G;
  assign P = {A[N-2:0] | B[N-2:0], 1'b0};
  assign G = {A[N-2:0] & B[N-2:0], Cin};
  Sum s0(G[-1], A[0], B[0], S[0]);
  wire \G0:-1 ;
  Gij \0:-1 (P[0], G[0], G[-1], \G0:-1 );
  Sum s1(\G0:-1 , A[1], B[1], S[1]);
  wire \G1:-1 ;
  Gij \1:-1 (P[1], G[1], \G0:-1 , \G1:-1 );
  Sum s2(\G1:-1 , A[2], B[2], S[2]);
  wire \P2:1 , \G2:1 ;
  PijGij \2:1 (P[2], P[1], G[2], G[1], \P2:1 , \G2:1 );
  wire \G2:-1 ;
  Gij \2:-1 (\P2:1 , \G2:1 , \G0:-1 , \G2:-1 );
  Sum s3(\G2:-1 , A[3], B[3], S[3]);
  wire \G3:-1 ;
  Gij \3:-1 (P[3], G[3], \G2:-1 , \G3:-1 );
  Sum s4(\G3:-1 , A[4], B[4], S[4]);
  wire \P4:3 , \G4:3 ;
  PijGij \4:3 (P[4], P[3], G[4], G[3], \P4:3 , \G4:3 );
  wire \G4:-1 ;
  Gij \4:-1 (\P4:3 , \G4:3 , \G2:-1 , \G4:-1 );
  Sum s5(\G4:-1 , A[5], B[5], S[5]);
  wire \P5:3 , \G5:3 ;
  PijGij \5:3 (P[5], \P4:3 , G[5], \G4:3 , \P5:3 , \G5:3 );
  wire \G5:-1 ;
  Gij \5:-1 (\P5:3 , \G5:3 , \G2:-1 , \G5:-1 );
  Sum s6(\G5:-1 , A[6], B[6], S[6]);
  wire \P6:5 , \G6:5 ;
  PijGij \6:5 (P[6], P[5], G[6], G[5], \P6:5 , \G6:5 );
  wire \P6:3 , \G6:3 ;
  PijGij \6:3 (\P6:5 , \P4:3 , \G6:5 , \G4:3 , \P6:3 , \G6:3 );
  wire \G6:-1 ;
  Gij \6:-1 (\P6:3 , \G6:3 , \G2:-1 , \G6:-1 );
  Sum s7(\G6:-1 , A[7], B[7], S[7]);
  wire \G7:-1 ;
  Gij \7:-1 (P[7], G[7], \G6:-1 , \G7:-1 );
  Sum s8(\G7:-1 , A[8], B[8], S[8]);
  wire \P8:7 , \G8:7 ;
  PijGij \8:7 (P[8], P[7], G[8], G[7], \P8:7 , \G8:7 );
  wire \G8:-1 ;
  Gij \8:-1 (\P8:7 , \G8:7 , \G6:-1 , \G8:-1 );
  Sum s9(\G8:-1 , A[9], B[9], S[9]);
  wire \P9:7 , \G9:7 ;
  PijGij \9:7 (P[9], \P8:7 , G[9], \G8:7 , \P9:7 , \G9:7 );
  wire \G9:-1 ;
  Gij \9:-1 (\P9:7 , \G9:7 , \G6:-1 , \G9:-1 );
  Sum s10(\G9:-1 , A[10], B[10], S[10]);
  assign Cout = (\G9:-1 & A[10]) | (\G9:-1 & B[10]) | (A[10] & B[10]);
endmodule
==> ./run.sh <==
#!/bin/bash
# OpenROAD 26Q1-2900-gdf79404cd8, Yosys 0.63+post, stock flow scripts
make -C /OpenROAD-flow-scripts/flow DESIGN_CONFIG=/design/flow/config.mk WORK_HOME=/design/flow/orfs finish
==> ./config.mk <==
export PLATFORM = sky130hd
export DESIGN_NAME = padder11
export DESIGN_NICKNAME = padder11
export VERILOG_FILES = /design/flow/design.v
export SDC_FILE = /design/flow/constraint.sdc
export NUM_CORES = 4
export LEC_CHECK = 1
export CORE_AREA = 10 10 70 70
export DIE_AREA = 0 0 80 80
==> ./constraint.sdc <==
current_design padder11

set clk_period 4.2
set clk_io_pct 0.2

create_clock -name clk0 -period $clk_period

set non_clock_inputs [all_inputs -no_clocks]
set_input_delay [expr $clk_period * $clk_io_pct] -clock clk0 $non_clock_inputs
set_output_delay [expr $clk_period * $clk_io_pct] -clock clk0 [all_outputs]
==> flow_metrics.py <==
# Synthesis and PnR figures
metrics = {
    "grt": {
        "overflow": 0,
        "grt_max_degree": 6,
        "first_global_vias": 549,
        "track_usage": 0.0415,
        "grt_pass1_wl_um": 2260,
        "antenna_found_initial": 0,
    },
    "place": {
        "dp.cells": 139,
        "gp_congestion": 0.764,
        "portBuffers": 35,
        "hpwl_um": 1280,
        "placed_cell_area_um2": 878,
    },
    "floorplanning": {
        "chipArea_um2": 6400,
        "die_height_um": 80,
        "num_rows": 21,
        "die_w_um": 80,
        "num_io_pins": 35,
        "fp_util": 0.153,
        "core_area_um2": 3420,
    },
    "run": {
        "tool_warnings": 32,
        "max-cap-violations": 0,
    },
    "power": {
        "power_density_nw_per_um2": 145,
        "leakage_uw": 0.000360,
        "ir_worst_vdd_v": 0.0000502,
    },
    "synth": {
        "ys_chip_area_um2": 523,
        "simple_gate_area_frac": 0.0646,
        "mux_share": 0,
        "ys_seq_share": 0,
        "syn_area_um2": 523,
        "yosysUniqueCellTypes": 21,
        "ys_sh_aoi": 0.258,
        "area_leaders": "fa_1 19%, buf_4 16%, xnor2_1 15%, inv_1 8.6%, o311ai_4 5.0%",
        "top_logic_kind": "AND-OR/OR-AND gates",
        "ys_cells": 65,
        "xor_share": 0.201,
        "synth_warnings": 0,
        "netlist_instances": 65,
        "avgSynthCellArea_um2": 8.05,
        "yosys.area_share.adder": 0.232,
        "top_cell_area_share": 0.191,
        "yosysTopAreaCell": "fa_1",
    },
    "setup_path": {
        "path_max_fanout": 4,
        "worstPathArrival_ns": 3.25,
        "crit_path_end_kind": "output pin",
        "start_kind": "input pin",
        "path_class": "input pin to output pin",
        "crit_required_ns": 3.36,
    },
    "route": {
        "wl_per_cell_um": 9.70,
        "vias": 520,
        "viasPerCell": 3.71,
        "drt-total-wl_um": 1360,
        "drc": 0,
        "dr.pass1.iters": 5,
        "n_antenna_cell": 0,
        "drt_iter0_drc": 7,
        "ant_nets": 0,
    },
    "finish": {
        "area_growth_pct": 72.2,
        "fillCellCount": 375,
        "clockBufferCount": 0,
        "drive_gt1_frac": 0.160,
        "stdcell_count": 140,
        "flop_area_um2": 0,
        "seq_cell_count": 0,
        "finish.instance_area_um2": 901,
    },
    "final_timing": {
        "tightest_slew_ns": 0.436,
        "hold_violations": 0,
        "relSlewSlack": 0.706,
        "tns_ns": 0,
        "max_freq_mhz": 244,
        "setup_viol": 0,
        "whs_ns": 2.43,
        "rsz0062_at_grt": "no",
        "fin_crit_sh": 0.975,
        "drv_slew": 0,
        "min_period_ns": 4.09,
    },
    "clock_network": {
        "hold_buffers": 0,
    },
    "worst_hold_path": {
        "hp-class": "input pin to output pin",
    },
    "run_status": {
        "status": "completed",
    },
}
==> final timing paths <==
check | from | to | depth (start not counted)
worst max-delay path | A[0] | S[8] | 9
worst min-delay path | Cin | S[0] | 3
==> cell usage after synthesis (all sizes together) <==
cell    instances
xor2            3
nor3            1
o311a           1
fa              5
nand3           2
o22ai           3
a21o            2
o21ai           2
a22o            1
maj3            2
inv            12
xnor2           9
buf            11
o311ai          1
a211o           1
nor2            3
nand2           2
a211oi          1
a32oi           1
a21oi           2
==> timing repair <==
item | in CTS | in global routing
buffers inserted | 1 | 0
setup endpoints to repair | 7 | 2
resized | 13 | 1
pin swaps | 5 | 1
==> report_power, final <==
part / switching (uW) / leakage (uW) / internal (uW)
clock: 0 / 0 / 0
combinational: 42.6 / 0.000360 / 87.9
sequential: 0 / 0 / 0
==> per-stage QoR <==
step | utilization | power, uW | worst slack [ns]
3_5_place_dp | 0.257 | 132 | -0.465
4_1_cts | 0.263 | 134 | 0.0402
3_3_place_gp | 0.257 | 131 | -0.456
5_1_grt | 0.264 | 146 | 0.0175
2_1_floorplan | - | 74.2 | 0.473
6_report | 0.264 | 131 | 0.106
==> critical path, cell delays in order <==
cell and delay, ns:
dlygate4sd2_1 0.24, fa_2 0.34, maj3_2 0.30, a21oi_2 0.14, o311a_4 0.24, o21ai_0 0.13, fa_2 0.37, xnor2_1 0.16
clkdlybuf4s50_1 0.49
==> placed cells by master, fill, tap and decap left out, types with 2 or more instances in the layout <==
cell type / instances
a21o_1: 2
buf_4: 5
clkdlybuf4s50_1: 31
dlygate4sd2_1: 2
fa_1: 3
fa_2: 2
inv_1: 12
maj3_2: 2
nand2_1: 2
nor2_1: 3
o21ai_0: 2
o22ai_1: 3
xnor2_1: 9
xor2_1: 3
==> cell families after synthesis <==
| kind of cell | count (synthesis) |
|---|---|
| buf+inv | 23 |
| compound gates | 15 |
| xor+xnor | 12 |
| simple gates | 8 |
| fa+ha+maj | 7 |
==> layer usage <==
metal	global-route usage	vias to the layer above	routed length (um)
met3	0.0193	0	163
met5	0	-	0
met2	0.0698	23	647
met4	0	0	0
li1	-	263	-
met1	0.0501	234	547
==> final cells by class <==
class | instances | area [um^2] | area share
well taps | 46 | 57.6 | 0.0639
multi-input cells | 42 | 418 | 0.464
inverters | 12 | 45.0 | 0.0500
repair buffers | 40 | 380 | 0.422
Power is estimated from default activity; no workload was simulated.
